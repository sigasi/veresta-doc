==> flow/design.v <==
module dut_engine (
	input clk,
	input rst,
	input start,
	input extra_at_start,
	output logic start_x,
	output logic enable_x,
	input near_end_x,
	output logic start_y,
	output logic enable_y,
	input near_end_y,
	output logic pixel_valid,
	output logic idle
);
	typedef enum {waiting, startup_row_1, startup_row_2, calculate, finish_row_1, finish_row_2} states_t;
	states_t state;
	always @(posedge clk) begin
		if (rst == 1'b1)
			begin
				state = waiting;
				start_x = 1'b0;
				enable_x = 1'b0;
				start_y = 1'b0;
				enable_y = 1'b0;
				pixel_valid = 1'b0;
			end else
			begin
				case (state)
					waiting : begin
						start_x = 1'b0;
						enable_x = 1'b0;
						start_y = 1'b0;
						enable_y = 1'b0;
						pixel_valid = 1'b0;
						if (start == 1'b1) begin
							state = startup_row_1;  
							start_x = 1'b1;
							enable_x = 1'b1;
						end
					end
					startup_row_1 : begin
						start_x = 1'b0;
						if (near_end_x == 1'b1) begin
							start_x = 1'b1;
							if (extra_at_start == 1'b1) begin
								state = startup_row_2;  
							end
							else begin
								state = calculate;
							end
						end
					end
					startup_row_2 : begin
						start_x = 1'b0;
						if (near_end_x == 1'b1) begin
							state = calculate;
							start_x = 1'b1;
							start_y = 1'b1;
							enable_y = 1'b1;
						end
					end
					calculate: begin
						start_x = 1'b0;
						start_y = 1'b0;
						enable_y = 1'b0;
						pixel_valid = 1'b1;
						if (near_end_x == 1'b1) begin
							start_x = 1'b1;
							enable_y = 1'b1;
						end
						if (near_end_y == 1'b1 && near_end_x == 1'b1) begin
							state = finish_row_1;  
							start_x = 1'b1;
							enable_y = 1'b1;
						end
					end
					finish_row_1 : begin
						start_x = 1'b0;
						enable_y = 1'b0;
						if (near_end_x == 1'b1) begin
							if (extra_at_start == 1'b0) begin
								state = finish_row_2;  
								start_x = 1'b1;
							end
							else begin
								enable_x = 1'b0;
								pixel_valid = 1'b0;
								state = waiting;  
							end
						end
					end
					finish_row_2 : begin
						start_x = 1'b0;
						if (near_end_x == 1'b1) begin
							enable_x = 1'b0;
							pixel_valid = 1'b0;
							state = waiting;  
						end
					end
				endcase
			end
	end
	assign idle = (state == waiting);
endmodule
==> flow/run.sh <==
#!/bin/bash
# OpenROAD 26Q1-2900-gdf79404cd8, Yosys 0.63+post, stock flow scripts
make -C /OpenROAD-flow-scripts/flow DESIGN_CONFIG=/design/flow/config.mk WORK_HOME=/design/flow/orfs finish
==> flow/config.mk <==
export PLATFORM = sky130hd
export DESIGN_NAME = dut_engine
export DESIGN_NICKNAME = dut_engine
export VERILOG_FILES = /design/flow/design.v
export SDC_FILE = /design/flow/constraint.sdc
export NUM_CORES = 4
export LEC_CHECK = 1
export CORE_AREA = 10 10 70 70
export DIE_AREA = 0 0 80 80
==> flow/constraint.sdc <==
current_design dut_engine

set clk_period 1.7
set clk_io_pct 0.2

create_clock -name clk0 -period $clk_period [get_ports {clk}]

set non_clock_inputs [all_inputs -no_clocks]
set_input_delay [expr $clk_period * $clk_io_pct] -clock clk0 $non_clock_inputs
set_output_delay [expr $clk_period * $clk_io_pct] -clock clk0 [all_outputs]
==> flow_summary.toml <==
# flow metrics
[sta]
setup_viol = 0
min_period_ns = 1.60
skew_ns = 0.000774
rsz0062_at_grt = "false"
tightestPinTransition_ns = 0.321
fin_tns_setup_ns = 0
relSlewSlack_pct = 78.6
slew_violations = 0
finalCritPeriodShare_pct = 94.4
hold_viol_final = 0
fmax_mhz = 623

[yosys]
yosys-stat-area_um2 = 493
synth_seq_share_pct = 44.7
synth_area_um2 = 493
synth.most_common_cell = "dfxtp_1"
synth.avg_cell_area_um2 = 8.22
synthFlopType = "dfxtp_1"
edf_count = 0
netlist_top_cells_count = "dfxtp_1, a21oi_1, nand2_1"
synthDistinctLibCells = 23
top_cell_area_share_pct = 44.7
yosysTopAreaCell = "dfxtp_1"
synth-async-reset-ratio_pct = 0
yosys_warnings = 1
area_leaders = "dfxtp_1, a21oi_1, nand2_1, nor3_1, o21ai_0"
ys_cells = 60
ys.flops = 11
synthCells = 60

[routing]
wirelength_mm = 1.20
wire_per_inst_um = 9.99
route.detailed.drc = 0
viasPerCell = 3.89
ant_nets = 0
num_vias = 467
dr.first_iter.drc_count = 15
first_pass_iters = 4
antenna_cells = 0

[setup_path]
path_delay_family = "buffers and inverters"
crit_start = "state[0]"
cp_slowest_cell = "clkdlybuf4s50_1"
path_class = "register to output port"
r2r_cells = 3
crit_chain = "clkdlybuf4s50_1"
crit_fanout = 8
r2r_start = "state[1]"
crit_required_ns = 1.36
critPathCaptureType = "output port"
r2r-end = "pixel_valid"
cp.arrival_ns = 1.26
slowest_delay_ns = 0.53
worst_setup_path_start_kind = "register"
reg2reg_slack_ns = 0.58
worst-path-buf-inv = 1

[cts]
htree_levels = 1
cts_tree = "done"
clock_sinks = 11
clockBufferDepth = 2
cts_setup_buffers = 0
holdBufCountCts = 0
insertion_delay_ns = 0.26
cts_resized = 0
clk_pin_slew_ns = 0.07
cts_buffers = 3
cts_root_buf = "clkbuf_4"

[cells_and_area]
seq_area_um2 = 220
finish.instance_area_um2 = 678
final_cells = 120
syn_to_final_growth_pct = 37.6
mi_logic_area_um2 = 238
drive_above_1_share_pct = 8.11
fill_cells = 388

[flow_run]
maxCapViolations = 0
warnings = 25

[grt]
grt_max_degree = 11
met1_usage_pct = 4.67
grt-ovfl-total = 0
grt_most_used_layer = "met2"
grt_util_met2_pct = 5.86
grt.total_usage_pct = 3.96
antenna_found_initial = 0
use_met3_pct = 2.39
grt_first_pass_wirelength_mm = 2.06
grt_pass1_vias = 451

[run_status]
status = "completed"

[placement]
dpl.hpwl_um = 951
port_buffers = 11
place_area_um2 = 652
dpl.cell_count = 116
gp_congestion = 0.805

[worst_hold_path]
hold_end = "pixel_valid"
min-delay-start = "pixel_valid"
hold_path_class = "register to register"
min_path_cells = 2

[die]
ioPinCount = 12
die_h_um = 80
core_um2 = 3420
fp-row-count = 21
die_w_um = 80
dieArea_um2 = 6400
initCoreUtil_pct = 14.4

[power]
p_per_area_nw_per_um2 = 760
ir_drop_uv = 153
p_leak_nw = 0.250
## final cells by class
cell class | instances | area share (%)
well taps | 46 | 8.49
repair buffers | 13 | 18.5
flip-flops and latches | 11 | 32.5
multi-input cells | 43 | 35.1
clock buffers | 4 | 3.87
inverters | 3 | 1.66
## flip-flops by register name (all words and copies together) (netlist names)
signal,cells
enable_y,1
state,6
pixel_valid,1
enable_x,1
start_x,1
start_y,1
## per-stage QoR
| step | setup slack, ns | utilization (%) | hold WS [ns] | power, W |
|---|---|---|---|---|
| 4_1_cts | 0.0626 | 19.9 | 0.480 | 0.000526 |
| 2_1_floorplan | 0.655 | - | 0.431 | 0.000311 |
| 3_3_place_gp | 0.122 | 19.1 | 0.465 | 0.000348 |
| 5_1_grt | 0.00471 | 19.9 | 0.497 | 0.000555 |
| 6_report | 0.0955 | 19.9 | 0.475 | 0.000516 |
| 3_5_place_dp | 0.105 | 19.1 | 0.470 | 0.000349 |
## cells in the final DEF, fill, tap and decap left out
cell type        count
a211oi_1             1
a21oi_1              9
a31o_2               1
a31oi_1              1
buf_4                2
clkbuf_1             1
clkbuf_4             3
clkdlybuf4s50_1     11
dfxtp_1             11
inv_1                3
mux2i_1              1
nand2_1              6
nand2b_1             1
nand3_1              2
nor2_1               3
nor2b_1              3
nor3_1               4
nor3b_1              1
o21ai_0              4
o21ai_1              1
o21ba_1              1
o311ai_1             1
o31ai_1              1
or3_1                2
## routing by layer
metal / vias to the layer above / wire length [um]
li1: 242 / -
met1: 211 / 529
met2: 12 / 517
met3: 2 / 133
met4: 0 / 19
met5: - / 0
## worst reg2reg max path, stage by stage (launching register included)
cell,delay (ns)
dfxtp_1,0.51
nor3_1,0.13
o311ai_1,0.26
o21ai_1,0.10
## power by group
group	switching, W	internal [W]
clock	0.0000834	0.0000907
sequential	0.0000107	0.000268
combinational	0.0000244	0.0000380
total	0.000119	0.000397
## kinds of logic after synthesis
kind of cell | count (synthesis) | share of synthesized area [%]
DFF | 11 | 44.7
AOI/OAI and AO/OA | 20 | 24.1
buffers and inverters | 6 | 7.11
muxes | 1 | 2.03
and+or+nand+nor | 22 | 22.1
## how the worst max path moves through the flow
stage / cells after the start / slack [ns] / endpoint
after CTS: 1 / 0.06 / idle
after global routing: 1 / 0.005 / idle
final: 1 / 0.1 / idle
Power and IR drop assume default switching activity.
