==> design/flow/design.v <==
module dut_core(
   output logic [7:0] pixel_out,
   input [7:0] pixel_pp,
   input [7:0] pixel_p0,
   input [7:0] pixel_pm,
   input [7:0] pixel_0p,
   input [7:0] pixel_0m,
   input [7:0] pixel_mp,
   input [7:0] pixel_m0,
   input [7:0] pixel_mm,
   input on_edge,
   input clock,
   input reset);
   wire logic signed [15:0] gradx;  
   wire logic signed [15:0] grady;  
   wire logic signed [15:0] gradsq;  
   logic signed [15:0] gradx_r;  
   logic signed [15:0] grady_r;  
   assign gradx = (pixel_mp - pixel_pp) + 2 * (pixel_m0 - pixel_p0) + (pixel_mm - pixel_pm);
   assign grady = (pixel_mp - pixel_mm) + 2 * (pixel_0p - pixel_0m) + (pixel_pp - pixel_pm);
   assign gradsq = (gradx_r * gradx_r) + (grady_r * grady_r);
   always @(posedge clock) begin
      gradx_r = gradx;
      grady_r = grady;
   end
     always_ff @(posedge clock) begin
         if (on_edge == 1'b1)
             begin
                 pixel_out <= 'b0;
             end
         else
             begin
                 pixel_out <= gradsq[15:8];
             end
     end
endmodule
module counter #(WIDTH = 16) (
   input clk,
   input rst,
   input start,
   input enable,
   input [(WIDTH-1):0] endvalue,
   output [(WIDTH-1):0] count,
   output logic near_end,
   output logic on_edge
);
   logic [(WIDTH-1):0] count_val;
   always @(posedge clk) begin
      if (rst == 1'b1)
         begin
            count_val = 'b0;
            near_end = 1'b0;
         end
      else if (start == 1'b1)
         begin
            count_val = 'b0;
            near_end = 1'b0;  
         end
      else if (enable == 1'b1 && count_val < endvalue)
      begin
         near_end = (count_val == (endvalue - 2))?1'b1:1'b0;
         count_val += 1;
      end
   end;
   assign count = count_val;
   always @(count, endvalue) begin
      if (count == 0 || count == endvalue)
         on_edge = 1'b1;
      else
         on_edge = 1'b0;
   end
endmodule
==> design/flow/run.sh <==
#!/bin/bash
# OpenROAD 26Q1-2900-gdf79404cd8, Yosys 0.63+post, stock flow scripts
make -C /OpenROAD-flow-scripts/flow DESIGN_CONFIG=/design/flow/config.mk WORK_HOME=/design/flow/orfs finish
==> design/flow/config.mk <==
export PLATFORM = sky130hd
export DESIGN_NAME = dut_core
export DESIGN_NICKNAME = dut_core
export VERILOG_FILES = /design/flow/design.v
export SDC_FILE = /design/flow/constraint.sdc
export NUM_CORES = 4
export LEC_CHECK = 1
export CORE_UTILIZATION = 40
==> design/flow/constraint.sdc <==
current_design dut_core

set clk_period 10.9
set clk_io_pct 0.2

create_clock -name clk0 -period $clk_period [get_ports {clock}]

set non_clock_inputs [all_inputs -no_clocks]
set_input_delay [expr $clk_period * $clk_io_pct] -clock clk0 $non_clock_inputs
set_output_delay [expr $clk_period * $clk_io_pct] -clock clk0 [all_outputs]
==> flow_summary.json <==
{
  "clkSlewWorstSetupHoldPaths_ns": 0.06,
  "grt_antenna_before_repair": 0,
  "crit_path_end_kind": "flip-flop",
  "clk_latency_ns": 0.29,
  "synth-async-reset-ratio_pct": 0,
  "drive_gt1_share_pct": 0.978,
  "gr-usage-all-layers_pct": 17.3,
  "top_area_share_pct": 37.5,
  "die-area_sq_um": 24500,
  "vias_per_cell": 4.45,
  "gp_congestion": 0.919,
  "numCtsBuffers": 5,
  "vias": 6423,
  "ys.flop_type": "dfxtp_1",
  "status": "complete, no violations",
  "largest_area_cell": "fa_1",
  "tritoncts": "done",
  "syn_inst": 1057,
  "fmax_mhz": 151,
  "common_cells": "inv_1 (319), fa_1 (179), ha_1 (143), nand2_1 (63), xnor2_1 (58)",
  "port_buffers": 73,
  "drc": 0,
  "grt-ovfl-total": 0,
  "postSynthAreaPerCell_sq_um": 9.05,
  "grt_max_degree": 14,
  "ys_ff": 32,
  "top_cell": "inv_1",
  "drt-total-wl_microns": 17900,
  "worst_setup_path_start_kind": "flip-flop",
  "drv_slew": 0,
  "yosysChipArea_sq_um": 9570,
  "die_h_microns": 157,
  "setup_ws_ns": 4.27,
  "htree_num_levels": 2,
  "finalCriticalPeriod_ns": 6.63,
  "rsz0062_at_grt": "no",
  "post-dp-hpwl_microns": 16000,
  "hold_violations": 0,
  "cts_sinks": 32,
  "drv_cap": 0,
  "critical_path_class": "reg2reg",
  "arrival_ns": 6.80,
  "root_buffer": "clkbuf_16",
  "cts_max_path_buffers": 2,
  "hp-class": "reg2reg",
  "post_cts_buffers": 0,
  "ant_nets": 0,
  "grt_pass1_vias": 6850,
  "finalCritPeriodShare_pct": 60.8,
  "cp.required_ns": 11.07,
  "tns_ns": 0,
  "tool_warnings": 30,
  "rows": 56,
  "crit_fanout": 13,
  "syn_area_sq_um": 9570,
  "ys_types": 32,
  "ys_seq_share_pct": 6.70,
  "relSlewSlack_pct": 56.1,
  "edf_count": 0,
  "grt_pass1_wl_microns": 31800,
  "worst_slew_pin_slew_ns": 0.658,
  "die_x_microns": 157,
  "diodes": 0,
  "avgRoutedWirePerCell_microns": 12.4,
  "synth_warnings": 1,
  "yosysCellCount": 1057,
  "cts_resized": 0,
  "fp_util_pct": 40.8,
  "area_growth_pct": 13.2,
  "yosys-top-cells-area": "fa_1 (37%), ha_1 (19%), inv_1 (13%), dfxtp_1 (6.7%), xnor2_1 (5.3%)",
  "ioPinCount": 75,
  "fin_skew_ns": 0.00830,
  "dpl_worst_slack_ns": 4.23,
  "drt_first_iter_violations": 177,
  "coreArea_sq_um": 23500,
  "ctsHoldBuffers": 0,
  "setup_viol": 0,
  "firstDrtPassIters": 4
}
[routing by layer]
metal	up-vias	GRT usage, %	part of all wire [%]
met5	-	0	0
met4	0	2.29	1.8
met3	21	2.26	4.1
met2	123	29.1	48
met1	3001	25.5	46
li1	3278	-	-
[cells by family after synthesis]
group	count (synthesis)	share of synthesized area, %
buf+inv	332	13.0
simple gates	170	8.52
compound gates	115	7.57
flops	32	6.70
xor+xnor	86	8.02
fa+ha+maj	322	56.2
[area by class of cell]
type	count	area, sq um
clock buffer	7	153
clock inverter	1	30.0
fill	2278	12600
inverter	319	1200
multi-input combinational	693	7680
sequential	32	641
tap	319	399
timing repair buffer	73	731
[state kept, by name (all words and copies together), names as in the netlist]
register   cells
gradx_r       12
pixel_out      8
grady_r       12
[final timing paths]
check | start | to | slack, ns | depth (start not counted)
setup / recovery | grady_r[2]$_DFF_P_ | pixel_out[6]$_SDFF_PP0_ | 4.27 | 21
hold reg to reg | gradx_r[1]$_DFF_P_ | pixel_out[0]$_SDFF_PP0_ | 1.07 | 5
hold / removal | gradx_r[1]$_DFF_P_ | pixel_out[0]$_SDFF_PP0_ | 1.07 | 5
setup reg to reg | grady_r[2]$_DFF_P_ | pixel_out[6]$_SDFF_PP0_ | 4.27 | 21
[worst max-delay path, cell delays in order (launching register included)]
cell	delay, ns
dfxtp_1	0.72
inv_1	0.27
nor2_1	0.35
inv_1	0.11
fa_1	0.54
fa_1	0.43
fa_1	0.51
inv_1	0.06
fa_1	0.57
fa_1	0.46
fa_1	0.50
inv_1	0.05
fa_1	0.47
inv_1	0.04
ha_1	0.30
o21ai_0	0.09
a21oi_1	0.14
o21ai_0	0.09
o21bai_1	0.43
a21oi_1	0.17
xor2_1	0.16
nor2_1	0.05
[through the flow]
stage          area (sq um)  hold WS (ns)  util, %  cells
4_1_cts               10800          1.09     46.1   1444
6_report              10800          1.07     46.1   1444
2_1_floorplan          9570         0.775        -   1057
3_3_place_gp          10600          1.08     45.4   1436
5_1_grt               10800          1.16     46.1   1444
3_5_place_dp          10600          1.09     45.4   1436
[layout by cell type, fill, tap and decap left out, types with 3 or more instances in the layout]
cell,instances
a21o_1,22
a21oi_1,40
a31oi_1,4
and2_1,42
clkbuf_16,5
clkdlybuf4s50_1,73
dfxtp_1,32
fa_1,179
ha_1,143
inv_1,319
nand2_1,63
nand2b_1,11
nand3_1,5
nor2_1,34
nor2b_1,11
o21a_1,3
o21ai_0,22
o21ai_1,3
o21bai_1,12
xnor2_1,58
xor2_1,27
